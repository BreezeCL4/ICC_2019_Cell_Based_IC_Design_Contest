--- config.mk ---
export PLATFORM = sky130hd
export DESIGN_NAME = IOTDF
export DESIGN_NICKNAME = IOTDF
export VERILOG_FILES = /design/flow/design.v
export SDC_FILE = /design/flow/constraint.sdc
export NUM_CORES = 4
export LEC_CHECK = 1
export CORE_AREA = 10 10 105 105
export DIE_AREA = 0 0 115 115
--- constraint.sdc ---
current_design IOTDF

set clk_period 2.0
set clk_io_pct 0.2

create_clock -name clk0 -period $clk_period [get_ports {clk}]

set non_clock_inputs [all_inputs -no_clocks]
set_input_delay [expr $clk_period * $clk_io_pct] -clock clk0 $non_clock_inputs
set_output_delay [expr $clk_period * $clk_io_pct] -clock clk0 [all_outputs]
--- design.v ---
`timescale 1ns/10ps
module IOTDF ( 
    input clk
    ,input rst
    ,input  in_en
    ,input[7:0] iot_in
    ,input[2:0] fn_sel
    ,output reg busy
    ,output reg valid
    ,output reg [127:0] iot_out
);
    localparam F1 = 3'b001;   
    localparam F2 = 3'b010;   
    localparam F3 = 3'b011;   
    localparam F4 = 3'b100;   
    localparam F5 = 3'b101;   
    localparam F6 = 3'b110;   
    localparam F7 = 3'b111;   
    localparam [127:0] F4_LOW  = 128'h6FFF_FFFF_FFFF_FFFF_FFFF_FFFF_FFFF_FFFF;
    localparam [127:0] F4_HIGH = 128'hAFFF_FFFF_FFFF_FFFF_FFFF_FFFF_FFFF_FFFF;
    localparam [127:0] F5_LOW  = 128'h7FFF_FFFF_FFFF_FFFF_FFFF_FFFF_FFFF_FFFF;
    localparam [127:0] F5_HIGH = 128'hBFFF_FFFF_FFFF_FFFF_FFFF_FFFF_FFFF_FFFF;
    localparam MAX_BYTE_CNT = 16;
    localparam MAX_DATA_CNT = 96;
    localparam MAX_ROUND_DATA_CNT = 8;
    localparam MAX_ROUND_CNT = 12;
    localparam FIFO_WIDTH = 119;
    localparam DATA_WIDTH = 127;
    reg ex_valid;
    reg peak_valid;
    reg save_data;  
    reg is_not_first_peak;
    reg [DATA_WIDTH:0] curr_buf;
    reg [DATA_WIDTH + 4:0] temp_buf;  
    reg [DATA_WIDTH:0] keep_buf;
    reg [3:0] byte_cnt;  
    reg [6:0] data_cnt;  
    reg [3:0] round_data_cnt;  
    reg [3:0] round_cnt;  
    reg [2:0] fn_selection;
    wire data_ready;
    assign data_ready = save_data;
always @(posedge clk or posedge rst) begin
    if (rst) begin
        busy <= 0;
        valid <= 0;
        ex_valid <= 0;
        peak_valid <= 0;
        is_not_first_peak <= 0;
        iot_out <= 0;
        curr_buf <= 0;
        keep_buf <= 0;
        save_data <= 0;
        data_cnt <= 0;
        byte_cnt <= 0;
        round_data_cnt <= 0;
        round_cnt <= 0;
        fn_selection <= 0;
    end else begin
        busy = (data_cnt >= MAX_DATA_CNT);
        valid <= 0;
        peak_valid <= 0;
        save_data <= 0;
        if (in_en && !busy) begin
            curr_buf <= {curr_buf[FIFO_WIDTH:0], iot_in};
            byte_cnt <= byte_cnt + 1;
            if (byte_cnt == MAX_BYTE_CNT - 1) begin
                save_data <= 1;  
                byte_cnt <= 0;
            end
            if ((data_cnt == 0) && (byte_cnt == 1)) fn_selection <= fn_sel;
        end
        if (data_ready) begin
            data_cnt <= (data_cnt == MAX_DATA_CNT - 1) ? 0 : data_cnt + 1;
            round_data_cnt <= (round_data_cnt == MAX_ROUND_DATA_CNT - 1) ? 0 : round_data_cnt + 1;
            round_cnt <= (round_data_cnt == MAX_ROUND_DATA_CNT - 1) ? round_cnt + 1: round_cnt;
            if (round_cnt == MAX_ROUND_CNT - 1) round_cnt <= 0;
            case (fn_selection)
                F1, F2, F3: valid <= (round_data_cnt == MAX_ROUND_DATA_CNT - 1);
                F4, F5: valid <= ex_valid;
                F6, F7: valid <= peak_valid;
                default: valid <= 0;
            endcase
            if ((fn_selection == F6) || (fn_selection == F7)) begin
                if (data_cnt == 0) begin
                    if (!is_not_first_peak) is_not_first_peak <= 1;
                end else if (data_cnt == MAX_DATA_CNT - 1) begin
                    if (is_not_first_peak) is_not_first_peak <= 0;
                end
            end
        end
    end
end
always @(posedge clk or posedge rst) begin
    if (rst) begin
        temp_buf <= 0;
        keep_buf <= 0;
    end else if (data_ready) begin
        temp_buf <= curr_buf;
        case (fn_selection)
            F1: begin
                if (round_data_cnt != 0) begin temp_buf <= (((temp_buf) > (curr_buf)) ? (temp_buf) : (curr_buf)); end
            end F2: begin
                if (round_data_cnt != 0) begin temp_buf <= (((temp_buf) < (curr_buf)) ? (temp_buf) : (curr_buf)); end
            end F3: begin
                if (round_data_cnt == 0) begin
                    temp_buf <= curr_buf;
                end else if (round_data_cnt != MAX_ROUND_DATA_CNT - 1) begin
                    temp_buf <= temp_buf + curr_buf;
                end else begin
                    temp_buf <= (temp_buf + curr_buf) >> 3;  
                end
            end F4: begin
                ex_valid <= ((curr_buf >= F4_LOW) && (curr_buf <  F4_HIGH));
            end F5: begin
                ex_valid <= !((curr_buf >= F5_LOW) && (curr_buf <  F5_HIGH));
            end F6: begin
                if (!is_not_first_peak) keep_buf <= curr_buf;
                if (round_data_cnt != 0) begin temp_buf <= (((temp_buf) > (curr_buf)) ? (temp_buf) : (curr_buf)); end
                if (round_data_cnt == MAX_ROUND_DATA_CNT - 1) begin
                    if (keep_buf < (((temp_buf) > (curr_buf)) ? (temp_buf) : (curr_buf))) begin 
                        keep_buf <= (((temp_buf) > (curr_buf)) ? (temp_buf) : (curr_buf));
                        peak_valid <= 1;
                    end
                end
            end F7: begin
                if (!is_not_first_peak) keep_buf <= curr_buf;
                if (round_data_cnt != 0) begin temp_buf <= (((temp_buf) < (curr_buf)) ? (temp_buf) : (curr_buf)); end
                if (round_data_cnt == MAX_ROUND_DATA_CNT - 1) begin
                    if (keep_buf > (((temp_buf) < (curr_buf)) ? (temp_buf) : (curr_buf))) begin 
                        keep_buf <= (((temp_buf) < (curr_buf)) ? (temp_buf) : (curr_buf));
                        peak_valid <= 1;
                    end
                end
            end default: begin
                ;  
            end
        endcase
    end
end
always @(posedge clk or posedge rst) begin
    if (rst) begin
        iot_out <= 0;
    end else if (data_ready) begin
        case (fn_selection)
            F1: begin
                if (round_data_cnt == MAX_ROUND_DATA_CNT - 1) iot_out <= (((temp_buf) > (curr_buf)) ? (temp_buf) : (curr_buf));
            end F2: begin
                if (round_data_cnt == MAX_ROUND_DATA_CNT - 1) iot_out <= (((temp_buf) < (curr_buf)) ? (temp_buf) : (curr_buf));
            end F3: begin
                if (round_data_cnt == MAX_ROUND_DATA_CNT - 1) iot_out <= (((temp_buf) + (curr_buf)) >> 3);
            end F4: begin
                if ((curr_buf >= F4_LOW) && (curr_buf <  F4_HIGH)) iot_out <= curr_buf;
            end F5: begin
                if (!((curr_buf >= F5_LOW) && (curr_buf <  F5_HIGH))) iot_out <= curr_buf;
            end F6: begin
                if ((round_data_cnt == MAX_ROUND_DATA_CNT - 1) && (keep_buf < (((temp_buf) > (curr_buf)) ? (temp_buf) : (curr_buf)))) iot_out <= (((temp_buf) > (curr_buf)) ? (temp_buf) : (curr_buf));
            end F7: begin
                if ((round_data_cnt == MAX_ROUND_DATA_CNT - 1) && (keep_buf > (((temp_buf) < (curr_buf)) ? (temp_buf) : (curr_buf)))) iot_out <= (((temp_buf) < (curr_buf)) ? (temp_buf) : (curr_buf));
            end default: begin
                iot_out <= 0;
            end
        endcase
    end
end
endmodule
--- run.sh ---
#!/bin/bash
# OpenROAD 26Q1-2900-gdf79404cd8, Yosys 0.63+post, stock flow scripts
make -C /OpenROAD-flow-scripts/flow DESIGN_CONFIG=/design/flow/config.mk WORK_HOME=/design/flow/orfs finish
==> results.ini <==
[power_and_ir_drop]
clockPowerShare_pct = 22.2
comb_power_share_pct = 24.8
p_sw_share_pct = 32.44
sequentialPowerShare_pct = 53.0
p_per_area_mw_per_mm2 = 716.2
intPower_mw = 0.8415
p_leak_nw = 0.9383
peakVddDrop_mv = 0.2954
p_switching_mw = 0.4041

[clocking]
cts.sinks = 21
cts_tree = built
post_cts_buffers = 0
clk_pin_slew_ps = 80
clockBufferDepth = 2
clockRootBuffer = clkbuf_8
clock_latency_ps = 260
h-tree-depth = 1
ctsResizeCount = 0
cts_hold_buf = 0
numCtsBuffers = 3

[route]
drt-pass1-iter-count = 4
drt_iter0_drc = 16
wl_um = 3332
via_count = 1002
avgViaCountPerCell = 3.009
ant_nets = 0
n_antenna_cell = 0
drt-wirelength-per-cell_um = 10.01
drc_errors = 0

[setup_path]
cp.required_ps = 2140
crit_type = in -> reg
arrival_ps = 1640
setup.worst_path.end_class = flop
r2r_slack_ps = 510
cp_max_fo = 5
critPathLaunchType = input port

[global_route]
grt_pass1_vias = 1153
use_met1_pct = 5.938
grt-busiest-layer = met2
grt_max_degree = 18
grt_antenna_before_repair = 0
grt_first_pass_wirelength_um = 5133
grt_usage_pct = 4.502
use_met3_pct = 1.477
gr-total-overflow = 0
met2_usage_pct = 7.320

[floorplanning]
placementRows = 34
core_area_mm2 = 0.008763
die-height_um = 115
dieWidth_um = 115
pin_count = 144
fp-utilization_pct = 22.52
chipArea_mm2 = 0.01323

[placement]
placed_cells = 329
dp_hpwl_um = 2880
port_buffers = 7
place_ws_ps = 239.6
place_congestion = 0.7872

[sta]
setup_violations = 0
drv_slew = 0
finalHoldViolCount = 0
finalCritPeriodShare_pct = 74.60
grt_setup_unrepaired = no
setup_ws_ps = 508.0
fin_crit_ps = 1492
fmax_mhz = 670.2
skew_ps = 10.39
finalSetupTns_ps = 0

[synthesis]
avgSynthCellArea_um2 = 9.177
synth_cell_types = 34
synth-edff-count = 0
synth_area_mm2 = 0.001973
ys_ff = 21
yosysCellCount = 215
ys.flop_type = dfrtp_1
async_flop_share_pct = 100.0
postSynthSeqShare_pct = 26.63
synthCells = 215
yosys_area_mm2 = 0.001973
yosysWarnings = 389

[final_layout]
fillers = 952
drive_gt1_share_pct = 4.889
final_cells = 333
areaGrowthSynthToFinish_pct = -11.86

[job]
warnings = 35
maxCapViolations = 0

[min_path]
hold_class = in -> async

[status]
status = finished clean

kinds of logic (layout without fill, tap and decap cells):
kind of cell	Yosys count	count (layout)	synth area share, %
fa+ha+maj	5	5	3.171
xor+xnor	5	5	2.219
other cells	1	128	0.1901
buf+inv	135	18	50.48
compound gates	14	14	4.819
flops	21	21	26.63
mux	5	5	2.790
simple gates	29	29	9.702
registers in the layout (all words and copies together) (netlist names):
name            flops
busy                1
valid               1
data_cnt            7
byte_cnt            4
round_data_cnt      4
fn_selection        3
save_data           1
cell usage after synthesis, types with 3 or more instances:
library cell	instances	area [um2]
buf_4	128	960.9
dfrtp_1	21	525.5
nand2_1	6	22.52
ha_1	5	62.56
inv_1	5	18.77
o21ai_0	5	25.02
nand3_1	4	20.02
xnor2_1	4	35.03
mux2_1	3	33.78
nand4_1	3	18.77
nor2_1	3	11.26
nor3_1	3	15.01
critical path, stage by stage:
cell and delay, ps:
clkdlybuf4s50_1 520, a21boi_1 370, nand3_1 120, a32o_1 210
power by group through the flow:
stage         clock network (mW)  logic [mW]  registers, mW
CTS                        0.290       0.324          0.659
global route               0.306       0.379          0.679
finish                     0.276       0.309          0.660
layer usage:
layer,up-vias,part of all wire (%),routed length (um)
met1,459,46,1530
met4,0,0.81,27
met5,-,0,0
li1,464,-,-
met2,77,46,1532
met3,2,7.2,241
cell type report:
type	instances	area, um2	share of cell area [%]
tap	108	135.1	7.770
sequential	21	525.5	30.22
inverter	5	18.77	1.079
clock inverter	1	5.005	0.2878
clock buffer	3	41.29	2.374
multi-input combinational	186	928.4	53.38
timing repair buffer	9	85.08	4.892
layout by cell type (no fill, tap or decap), types with 3 or more instances in the layout:
cell and count:
conb_1 128, clkdlybuf4s50_1 7, mux2_1 3, clkbuf_8 3
dfrtp_1 21, xnor2_1 4, nand3_1 4, nand4_1 3
ha_1 5, nand2_1 6, nor2_1 3, nor3_1 3
o21ai_0 5, inv_1 5
worst paths after layout:
kind                                                  start                           to  cells past startpoint
worst min register to register  fn_selection[2]$_DFFE_PP0P_              valid$_DFF_PP0_                      1
worst min-delay path                                    rst      byte_cnt[0]$_DFFE_PP0P_                      2
max in group asynchronous                               rst      data_cnt[4]$_DFFE_PP0P_                      3
min in group clk0               fn_selection[2]$_DFFE_PP0P_              valid$_DFF_PP0_                      1
worst max register to register      byte_cnt[1]$_DFFE_PP0P_  fn_selection[0]$_DFFE_PP0P_                      5
worst max-delay path                                  in_en      byte_cnt[3]$_DFFE_PP0P_                      4
through the flow:
stage | util, % | cell area (um2) | total power [mW] | hold WS, ps
6_report | 19.85 | 1739 | 1.246 | 325.6
5_1_grt | 19.85 | 1739 | 1.364 | 333.9
4_1_cts | 19.85 | 1739 | 1.273 | 327.4
3_5_place_dp | 19.32 | 1693 | 0.9866 | 419.6
3_3_place_gp | 19.32 | 1693 | 0.9726 | 416.9
2_1_floorplan | - | 2450 | 1.072 | 376.5
Power and IR drop assume default switching activity.
